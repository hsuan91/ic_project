==> /design/flow/config.mk <==
export PLATFORM = sky130hd
export DESIGN_NAME = clock_divider
export DESIGN_NICKNAME = clock_divider
export VERILOG_FILES = /design/flow/design.v
export SDC_FILE = /design/flow/constraint.sdc
export NUM_CORES = 4
export LEC_CHECK = 1
export CORE_UTILIZATION = 50
==> /design/flow/constraint.sdc <==
current_design clock_divider

set clk_period 6.9
set clk_io_pct 0.2

create_clock -name clk0 -period $clk_period [get_ports {clk}]

set non_clock_inputs [all_inputs -no_clocks]
set_input_delay [expr $clk_period * $clk_io_pct] -clock clk0 $non_clock_inputs
set_output_delay [expr $clk_period * $clk_io_pct] -clock clk0 [all_outputs]
==> /design/flow/design.v <==
module clock_divider(
    input logic clk,
    input logic rst,
	input logic [31:0] DIVISOR,
    output logic clk_out
);
    logic [32:0] counter;
    always_ff @(posedge clk or posedge rst) begin
        if (rst) begin
            counter <= 0;
            clk_out <= 0;
        end else begin
            if (counter == (DIVISOR - 1)) begin
                counter <= 0;
                clk_out <= ~clk_out;
            end else begin
                counter <= counter + 1;
            end
        end
    end
endmodule
==> /design/flow/run.sh <==
#!/bin/bash
# OpenROAD 26Q1-2900-gdf79404cd8, Yosys 0.63+post, stock flow scripts
make -C /OpenROAD-flow-scripts/flow DESIGN_CONFIG=/design/flow/config.mk WORK_HOME=/design/flow/orfs finish
==> notes.md <==
flow finished, numbers: largest net degree at the start of global routing=35, Core Rows=26, CTS buffer count=5, Worst Path Buf+Inv=3, Post-CTS Setup Repair Bufs=0, outcome=complete, no violations, Synth async-reset ratio=1.00, leakage=1.17 nW, Post-Place Worst Slack=1820 ps, GRT met2 Usage=0.320, layout cells sized above 1=0.0486, global-route met1 utilization=0.409, CP Class=in -> reg, Crit. End Element=register, design area=3190 sq um, RR Startpoint=counter[18], CTS tree=built, Yosys chip area=2690 sq um, Fin Setup TNS=0 ps, Avg WL per Cell=14.3 microns, Worst Hold Launch=clk_out, DR iter-0 viols=120, synth warn=1, Placed Cells=412, most instantiated logic cells after routing=53 x nor2_1, 49 x xnor2_1, 34 x dfrtp_1, 34 x clkdlybuf4s50_1, 33 x xor2_1, tool warnings=26, clock latency (worst-skew pair)=280 ps, Maximum Capacitance Violations=0, RSZ-0062 raised after global routing=no, Avg Cell Area, Syn=8.47 sq um, flip-flops with a built-in enable=0, cts hold-fix bufs=0, final standard cell utilization of the core=0.620, TritonRoute pass-1 iters=4, hold depth=1, IO Port Bufs=34, CP required=7110 ps, R2R Path End=clk_out, final worst slack=2100 ps, Mapped Cells=317, dominant logic cell type in the layout=nor2_1, ys flop type=dfrtp_1, Peak VDD IR=0.000207 V, Yosys cell types=44, gpl congestion=0.911, total die size=5670 sq um, initial antenna violation count=0, Hold WC Path Type=reg -> reg, antenna cells=0, Fin Hold WS=479 ps, Chip Height=75.3 microns, Post-DRT Antenna Nets=0, H-tree depth=2, Remaining Overflow, GRT=0, R2R cell count=9, DP Wirelength=4.62 mm, pins over their slew limit=0, CTS Sinks=34, Synth flops=34, Overall Global Routing Usage=0.233, CP most frequent cell=or3b_1, min Tclk post-route=4800 ps, Power per Cell Area=135 nW/um^2, max incr delay on CP=520 ps, Placeable Area=5140 sq um, number of setup violations in the final report=0, final hold vios=0, Slowest cell on crit path=or3b_1, Routed WL=5.99 mm, post-layout period usage=0.695, area grow syn2layout=18.6%, crit path cell chain=clkdlybuf4s50_1, inv_1, ha_1, or3b_1, nor3_2, nand4_1, or3b_1, a211o_1, a2111oi_4, buf_4, xor2_1, Worst path depth=11, Seq share, synth=0.317, Die W=75.3 microns, Syn Std Cell Area=2690 sq um, relative slew slack=0.602, Setup Skew=8.02 ps, fmax=208 MHz, Worst setup SP type=input port, first-pass GRT wire length=9.63 mm, DR vias/cell=5.43, Clock Path Buffers=2, CTS clk-pin slew, worst paths=70 ps, Placement Cell Area=3080 sq um, crit-path max FO=34, r2r setup slk=4040 ps, DRC=0, fp util=0.522, GRT busiest layer=met1, ys cells=317, WHS Endpoint=clk_out, vias=2282, vias in the first global route=2029, WP data arrival=5010 ps, largest delay contributor family on the critical path=simple AND/OR/NAND/NOR gates, clk root buf=clkbuf_8, worst slew pin tran=591 ps, Final Non-Filler Cells=420, GR Util met3=0.0448, IO Count=35, post-cts resize count=0, Total Power=0.428 mW
[flip-flops by register name, summed over array words and instances, names as in the netlist]
name,flops
clk_out,1
counter,33
[worst register-to-register path, stage by stage, from the launching register on]
cell       delay, ps
dfrtp_1          440
xnor2_1          300
xor2_1           110
nor3_1           150
a31oi_1           60
a311o_1          370
or4_4            490
a2111oi_4        290
buf_4            390
xor2_1           190
[logic make-up (layout without fill, tap and decap cells)]
| group | Yosys count | count (layout) | synth area share |
|---|---|---|---|
| simple gates | 159 | 159 | 0.307 |
| xor+xnor | 82 | 82 | 0.267 |
| flops | 34 | 34 | 0.317 |
| compound gates | 23 | 23 | 0.0713 |
| buf+inv | 17 | 50 | 0.0280 |
| fa+ha+maj | 2 | 2 | 0.00932 |
[metal layers]
layer / part of all wire / routed length [microns]
met3: 0.063 / 380
met5: 0 / 0
met4: 0.011 / 68
met2: 0.40 / 2430
met1: 0.52 / 3110
[area by class of cell]
type | count | area [sq um]
Clock buffer | 8 | 110
Fill cell | 483 | 1950
Inverter | 6 | 22.5
Multi-Input combinational cell | 266 | 1760
Sequential cell | 34 | 851
Tap cell | 70 | 87.6
Timing Repair Buffer | 36 | 355
[how the worst max path moves through the flow]
| stage | from | endpoint | slack (ps) |
|---|---|---|---|
| final | DIVISOR[0] | clk_out | 2100 |
| after global routing | DIVISOR[2] | counter[24] | 1920 |
| after CTS | DIVISOR[0] | clk_out | 2130 |
[cell usage after synthesis, types with 3 or more instances]
| library cell | n | area, sq um |
|---|---|---|
| dfrtp_1 | 34 | 851 |
| a31oi_1 | 3 | 18.8 |
| nand3b_1 | 4 | 30.0 |
| nor4_1 | 10 | 62.6 |
| xnor2_1 | 49 | 429 |
| nand3_1 | 17 | 85.1 |
| or4_1 | 4 | 30.0 |
| nand2_1 | 17 | 63.8 |
| xor2_1 | 33 | 289 |
| nor3_1 | 16 | 80.1 |
| nor2_1 | 53 | 199 |
| inv_1 | 6 | 22.5 |
| clkbuf_1 | 8 | 30.0 |
| buf_4 | 3 | 22.5 |
| or3_1 | 9 | 56.3 |
| nand4_1 | 12 | 75.1 |
[report_power, final]
part           switching, mW  leakage (nW)  total [mW]  internal, mW
sequential       0.000000664         0.456       0.199         0.199
combinational         0.0293         0.660      0.0611        0.0318
clock                 0.0674        0.0575       0.168         0.101
Power is estimated from default activity; no workload was simulated.
