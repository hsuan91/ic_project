===== config.mk =====
export PLATFORM = sky130hd
export DESIGN_NAME = loader
export DESIGN_NICKNAME = loader
export VERILOG_FILES = /design/flow/design.v
export SDC_FILE = /design/flow/constraint.sdc
export NUM_CORES = 4
export LEC_CHECK = 1
export CORE_UTILIZATION = 50

===== constraint.sdc =====
current_design loader

set clk_period 2.8
set clk_io_pct 0.2

create_clock -name clk0 -period $clk_period [get_ports {clk_in}]

set non_clock_inputs [all_inputs -no_clocks]
set_input_delay [expr $clk_period * $clk_io_pct] -clock clk0 $non_clock_inputs
set_output_delay [expr $clk_period * $clk_io_pct] -clock clk0 [all_outputs]

===== design.v =====
module loader(count_out, bit16_out, state_out, reset_out, clk_out, sram_data, sram_addr, sram_ce, flash_si, flash_cs, prog_run, reset_pic, flash_so, clk_in, reset);
output reg [13:0] sram_data;
output reg [11:0] sram_addr;
output sram_ce;
output prog_run, reset_pic; 
output [5:0]state_out;
output [4:0]bit16_out;
output reset_out, count_out;
output clk_out, flash_si, flash_cs; 
input flash_so, clk_in, reset;
reg [1:0]q;
wire clk_i;
reg [5:0] present_state, next_state;
reg [12:0] addr_count;
reg sram_ce, prog_run, reset_pic, flash_si, flash_cs;
reg bit16_count;
reg [3:0] bit16;
reg so_temp;
reg [15:0]data_temp;
wire end_2K, end_16bit;
reg [15:0] clock_counter;
parameter START_STATE_0			= 0;
parameter START_STATE_1			= 1;
parameter READ_OPCODE_STATE_0	= 2;
parameter READ_OPCODE_STATE_1	= 3;
parameter READ_OPCODE_STATE_2	= 4;
parameter READ_OPCODE_STATE_3	= 5;
parameter READ_OPCODE_STATE_4	= 6;
parameter READ_OPCODE_STATE_5	= 7;
parameter READ_OPCODE_STATE_6	= 8;
parameter READ_OPCODE_STATE_7	= 37;
parameter READ_ADDR_STATE_0		= 9;
parameter READ_ADDR_STATE_1		= 10;
parameter READ_ADDR_STATE_2		= 11;
parameter READ_ADDR_STATE_3		= 12;
parameter READ_ADDR_STATE_4		= 13;
parameter READ_ADDR_STATE_5		= 14;
parameter READ_ADDR_STATE_6		= 15;
parameter READ_ADDR_STATE_7		= 16;
parameter READ_ADDR_STATE_8		= 17;
parameter READ_ADDR_STATE_9		= 18;
parameter READ_ADDR_STATE_10	= 19;
parameter READ_ADDR_STATE_11	= 20;
parameter READ_ADDR_STATE_12	= 21;
parameter READ_ADDR_STATE_13	= 22;
parameter READ_ADDR_STATE_14	= 23;
parameter READ_ADDR_STATE_15	= 24;
parameter READ_ADDR_STATE_16	= 25;
parameter READ_ADDR_STATE_17	= 26;
parameter READ_ADDR_STATE_18	= 27;
parameter READ_ADDR_STATE_19	= 28;
parameter READ_ADDR_STATE_20	= 29;
parameter READ_ADDR_STATE_21	= 30;
parameter READ_ADDR_STATE_22	= 31;
parameter READ_ADDR_STATE_23	= 38;
parameter READ_DUMMY_0			= 39;
parameter READ_DUMMY_1			= 40;
parameter READ_DUMMY_2			= 41;
parameter READ_DUMMY_3			= 42;
parameter READ_DUMMY_4			= 43;
parameter READ_DUMMY_5			= 44;
parameter READ_DUMMY_6			= 45;
parameter READ_DUMMY_7			= 46;
parameter READ_STATE_0			= 32;
parameter READ_STATE_1			= 33;
parameter READ_STATE_2			= 34;
parameter RUN_STATE_0			= 35;
parameter RUN_STATE_1			= 36;
assign reset_out = reset;
assign state_out = present_state;
assign bit16_out = bit16;
assign count_out = end_16bit;
assign end_2K = (sram_addr == 13'h800);
assign end_16bit = &bit16;
always @(posedge clk_in)
	if(reset) clock_counter <= 0;
	else clock_counter <= clock_counter + 1;
assign clk = clk_in;	
assign clk_out = clk;
always@(negedge clk)
	if(reset) present_state <= START_STATE_0;
	else present_state <= next_state;
always @(posedge clk)
	if (flash_cs) sram_addr <= 12'hFFF;
	else if(end_16bit)sram_addr <= sram_addr + 1;
always @(posedge clk)
	if(flash_cs) sram_data <= 14'h0000;
	else if(end_16bit)sram_data = data_temp[13:0];
genvar i;
generate
	for(i=0; i<15; i=i+1) 
	begin: shift_register
		always @(posedge clk)
		begin
			data_temp[0] <= flash_so;
			data_temp[i+1] <= data_temp[i];
		end
	end
endgenerate
always @(present_state or end_2K)
begin
	prog_run = 0;reset_pic = 1;sram_ce = 1;flash_cs = 1;bit16_count = 0;
	case(present_state) 
		START_STATE_0: 
		begin
			bit16 = 4'hf;
			flash_cs = 1;
			next_state = START_STATE_1;
			flash_si = 0;
		end
		START_STATE_1: 
		begin
			flash_cs = 1;
			next_state = READ_OPCODE_STATE_0;
			flash_si = 0;
		end
		READ_OPCODE_STATE_0: 
		begin
			flash_si = 0;
			flash_cs = 0;
			next_state = READ_OPCODE_STATE_1;
		end
		READ_OPCODE_STATE_1: 
		begin
			flash_si = 0;
			flash_cs = 0;
			next_state = READ_OPCODE_STATE_2;
		end
		READ_OPCODE_STATE_2: 
		begin
			flash_si = 0;
			flash_cs = 0;
			next_state = READ_OPCODE_STATE_3;
		end
		READ_OPCODE_STATE_3: 
		begin
			flash_si = 0;
			flash_cs = 0;
			next_state = READ_OPCODE_STATE_4;
		end
		READ_OPCODE_STATE_4: 
		begin
			flash_si = 1;
			flash_cs = 0;
			next_state = READ_OPCODE_STATE_5;
		end
		READ_OPCODE_STATE_5: 
		begin
			flash_si = 0;
			flash_cs = 0;
			next_state = READ_OPCODE_STATE_6;
		end
		READ_OPCODE_STATE_6: 
		begin
			flash_si = 1;
			flash_cs = 0;
			next_state = READ_OPCODE_STATE_7;
		end
		READ_OPCODE_STATE_7: 
		begin
			flash_si = 1;
			flash_cs = 0;
			next_state = READ_ADDR_STATE_0;
		end
		READ_ADDR_STATE_0: 
		begin
			flash_si = 0;
			flash_cs = 0;
			next_state = READ_ADDR_STATE_1;
		end
		READ_ADDR_STATE_1: 
		begin
			flash_si = 0;
			flash_cs = 0;
			next_state = READ_ADDR_STATE_2;
		end
		READ_ADDR_STATE_2: 
		begin
			flash_si = 0;
			flash_cs = 0;
			next_state = READ_ADDR_STATE_3;
		end
		READ_ADDR_STATE_3: 
		begin
			flash_si = 0;
			flash_cs = 0;
			next_state = READ_ADDR_STATE_4;
		end
		READ_ADDR_STATE_4: 
		begin
			flash_si = 0;
			flash_cs = 0;
			next_state = READ_ADDR_STATE_5;
		end
		READ_ADDR_STATE_5: 
		begin
			flash_si = 0;
			flash_cs = 0;
			next_state = READ_ADDR_STATE_6;
		end
		READ_ADDR_STATE_6: 
		begin
			flash_si = 0;
			flash_cs = 0;
			next_state = READ_ADDR_STATE_7;
		end
		READ_ADDR_STATE_7: 
		begin
			flash_si = 0;
			flash_cs = 0;
			next_state = READ_ADDR_STATE_8;
		end
		READ_ADDR_STATE_8: 
		begin
			flash_si = 0;
			flash_cs = 0;
			next_state = READ_ADDR_STATE_9;
		end
		READ_ADDR_STATE_9: 
		begin
			flash_si = 0;
			flash_cs = 0;
			next_state = READ_ADDR_STATE_10;
		end
		READ_ADDR_STATE_10: 
		begin
			flash_si = 0;
			flash_cs = 0;
			next_state = READ_ADDR_STATE_11;
		end
		READ_ADDR_STATE_11: 
		begin
			flash_si = 0;
			flash_cs = 0;
			next_state = READ_ADDR_STATE_12;
		end
		READ_ADDR_STATE_12: 
		begin
			flash_si = 0;
			flash_cs = 0;
			next_state = READ_ADDR_STATE_13;
		end
		READ_ADDR_STATE_13: 
		begin
			flash_si = 0;
			flash_cs = 0;
			next_state = READ_ADDR_STATE_14;
		end
		READ_ADDR_STATE_14: 
		begin
			flash_si = 0;
			flash_cs = 0;
			next_state = READ_ADDR_STATE_15;
		end
		READ_ADDR_STATE_15: 
		begin
			flash_si = 0;
			flash_cs = 0;
			next_state = READ_ADDR_STATE_16;
		end
		READ_ADDR_STATE_16: 
		begin
			flash_si = 0;
			flash_cs = 0;
			next_state = READ_ADDR_STATE_17;
		end
		READ_ADDR_STATE_17: 
		begin
			flash_si = 0;
			flash_cs = 0;
			next_state = READ_ADDR_STATE_18;
		end
		READ_ADDR_STATE_18: 
		begin
			flash_si = 0;
			flash_cs = 0;
			next_state = READ_ADDR_STATE_19;
		end
		READ_ADDR_STATE_19: 
		begin
			flash_si = 0;
			flash_cs = 0;
			next_state = READ_ADDR_STATE_20;
		end
		READ_ADDR_STATE_20: 
		begin
			flash_si = 0;
			flash_cs = 0;
			next_state = READ_ADDR_STATE_21;
		end
		READ_ADDR_STATE_21: 
		begin
			flash_si = 0;
			flash_cs = 0;
			next_state = READ_ADDR_STATE_22;
		end
		READ_ADDR_STATE_22: 
		begin
			flash_si = 0;
			flash_cs = 0;
			next_state = READ_ADDR_STATE_23;
		end
		READ_ADDR_STATE_23: 
		begin
			flash_si = 0;
			flash_cs = 0;
			next_state = READ_DUMMY_0;
		end
		READ_DUMMY_0:
		begin
			flash_cs = 0;
			next_state = READ_DUMMY_1;
		end
		READ_DUMMY_1:
		begin
			flash_cs = 0;
			next_state = READ_DUMMY_2;
		end
		READ_DUMMY_2:
		begin
			flash_cs = 0;
			next_state = READ_DUMMY_3;
		end
		READ_DUMMY_3:
		begin
			flash_cs = 0;
			next_state = READ_DUMMY_4;
		end
		READ_DUMMY_4:
		begin
			flash_cs = 0;
			next_state = READ_DUMMY_5;
		end
		READ_DUMMY_5:
		begin
			flash_cs = 0;
			next_state = READ_DUMMY_6;
		end
		READ_DUMMY_6:
		begin
			flash_cs = 0;
			next_state = READ_DUMMY_7;
		end
		READ_DUMMY_7:
		begin
			flash_cs = 0;
			next_state = READ_STATE_0;
		end
		READ_STATE_0: 
		begin
			flash_cs = 0;
			so_temp = flash_so;
			next_state = READ_STATE_1;
		end
		READ_STATE_1: 
		begin
			flash_cs = 0;
				so_temp = flash_so;
				bit16 = bit16 + 1'b1;
				sram_ce = ~end_16bit;
				next_state = READ_STATE_2;
		end
		READ_STATE_2: 
		begin
			flash_cs = 0;
			if(end_2K)next_state = RUN_STATE_0;
			else
			begin
				so_temp = flash_so;
				bit16 = bit16 + 1'b1;
				next_state = READ_STATE_1;
			end
		end
		RUN_STATE_0: 
		begin
			prog_run = 1;
			sram_ce = 0;
			next_state = RUN_STATE_1;
		end
		RUN_STATE_1: 
		begin
			prog_run = 1;
			sram_ce = 0;
			reset_pic = 0;   
			next_state = RUN_STATE_1;
		end
		default:
		begin
			prog_run = 1;
			sram_ce = 0;
			reset_pic = 0;   
			next_state = RUN_STATE_0;
		end
	endcase
end
endmodule

===== run.sh =====
#!/bin/bash
# OpenROAD 26Q1-2900-gdf79404cd8, Yosys 0.63+post, stock flow scripts
make -C /OpenROAD-flow-scripts/flow DESIGN_CONFIG=/design/flow/config.mk WORK_HOME=/design/flow/orfs finish

==> impl_metrics.ini <==
; generated from flow reports
[clock_tree]
clkSlewWorstSetupHoldPaths_ns = 0.08
cts_tree = done
worstSkewPairLatency_ns = 0.48

[critical_path]
path_cells = nand2b_4, a311o_1, buf_4, a22oi_4, inv_2, buf_2
rr_endpoint = sram_data[13]$_SDFFE_PP0P_
worstSetupPathType = flip-flop to primary output
crit_slowest_cell = a311o_1
worstPathArrival_ns = 3.18
cp.required_ns = 2.24
r2r_start = present_state[2]$_SDFF_NP0_
startpoint_type = flip-flop
rr_worst_depth = 8
cp-endpoint = flash_cs
endpoint_kind = primary output
ff2ff_setup_slack_ns = -0.44
slowest_delay_ns = 0.36
crit_path_max_fanout = 5
worstSetupStartpoint = present_state[2]$_SDFF_NP0_

[global_routing]
grt_pass1_vias = 2045
grt_overflow = 0
grt_usage = 0.282
grt_max_degree = 19
antenna_found_initial = 0
grt_pass1_wl_um = 9620

[drt]
num_antenna_cells = 0
drc_errors = 0
wl_per_cell_um = 14.7
ant_nets = 0
vias = 2269
dr.pass1.iters = 4
drt_iter0_drc = 163
via_per_inst = 5.33
totalWireLength_um = 6280

[flow_run]
openroad.warnings = 32
max_cap_violations = 0

[synthesis]
ys_warn_count = 11
top_area_cell = dfxtp_1
syn_area_per_cell_sq_um = 8.47
ys_top_cells_by_count = nand2_1 (55), dfxtp_1 (46), a21oi_1 (11), clkbuf_1 (10), o21ai_0 (10)
edf_count = 0
async_flop_share = 0
syn-cell-area_sq_um = 2220
synth_stat.cells = 262
top_cells_by_area = dfxtp_1 (41%), nand2_1 (9.3%), a21oi_2 (3.6%)
synth_top_area_share = 0.415
synthCells = 262
synth_top_flop_cell = dfxtp_1
yosysChipArea_sq_um = 2220
ys.flops = 51
netlist-cell-type-count = 51
top_cell = nand2_1

[floorplan]
fp_util = 0.536
ioPinCount = 48
die_h_um = 68.6
core_area_sq_um = 4140
die-area_sq_um = 4710
fp.dieW_um = 68.6
rows = 23

[sta]
unclocked_pins = 5
untimed_endpoints = 11
skew_ns = 0.0871
rsz0062_at_grt = true
tns_ns = -14.63
timing.final.max_slew_violations = 0
finalWorstSetupSlack_ns = -0.942
hold_viol = 0
relSlewSlack = 0.652
whs_ns = 0.352
worst_pin_slew_ns = 0.519
setup_viol = 37

[power_and_ir_drop]
p_leak_nw = 1.62
peakVddDrop_uv = 567
p_per_area_nw_per_um2 = 774
finalPower_w = 0.00276

[final_layout]
regArea_sq_um = 1020
drive_above_1_share = 0.362
area_delta_synth_final_pct = 60.5
layout.area.comb_sq_um = 1180
fill_cells = 211
stdcell_area_sq_um = 3560

[min_path]
hold_depth = 0
hold_class = flip-flop to flip-flop

[placed_design]
port_buffers = 46
post_dp_cell_area_sq_um = 3030
place.gp.congestion = 0.928
dpl.hpwl_um = 3800

[run_status]
violations = setup timing
outcome = finished with violations
where the power goes:
part | internal, W | total [W] | switching (W) | leakage [nW]
clock network | 0.000354 | 0.000628 | 0.000274 | 0.110
logic | 0.000720 | 0.00123 | 0.000512 | 1.09
registers | 0.000803 | 0.000898 | 0.0000953 | 0.426
total | 0.00188 | 0.00276 | 0.000881 | 1.62
worst min path at each step:
stage	startpoint	slack (ns)	to
final	data_temp[8]$_DFF_P_	0.35	data_temp[9]$_DFF_P_
after global routing	data_temp[8]$_DFF_P_	0.36	data_temp[9]$_DFF_P_
after CTS	data_temp[8]$_DFF_P_	0.35	data_temp[9]$_DFF_P_
critical path, delay by kind of cell, from the launching register on:
kind                   cells  cell delay (ns)
AND-OR/OR-AND              2             0.50
buffers and inverters      3             0.32
flip-flops                 1             0.35
AND/OR/NAND/NOR            1             0.14
placed cells by master (no fill, tap or decap), types with 3 or more instances in the layout:
master / n
xor2_1: 7
clkdlybuf4s50_1: 37
inv_1: 10
buf_2: 3
xnor2_1: 9
nor4_1: 4
dfxtp_1: 39
buf_4: 59
dfxtp_4: 5
ha_1: 3
nor2_1: 8
nand4_1: 5
clkbuf_8: 8
o21ai_0: 7
nand2b_1: 4
a21oi_2: 14
a21oi_1: 6
nor3_1: 4
and3_1: 3
dlxtn_1: 5
buf_6: 15
nand3_1: 9
nand2_1: 52
what timing repair did:
item                       4_1_cts  5_1_grt
buffers inserted                26        4
pin swaps                       11        7
resized                         70       16
gates cloned                     2        0
setup endpoints to repair       37       37
hold buffers                     0        0
kinds of logic after synthesis:
| family | count (synthesis) | synth area share |
|---|---|---|
| and+or+nand+nor | 109 | 0.241 |
| AOI/OAI and AO/OA | 51 | 0.164 |
| DFF | 46 | 0.415 |
| buffers and inverters | 31 | 0.0643 |
| xor gates and xnor gates | 16 | 0.0631 |
| latches | 5 | 0.0338 |
| adders and majority gates | 3 | 0.0169 |
| other | 1 | 0.00169 |
per-stage QoR:
step,setup slack [ns],std cells,util
2_1_floorplan,-0.480,262,-
4_1_cts,-0.921,428,0.857
3_5_place_dp,-0.769,385,0.732
5_1_grt,-1.02,426,0.860
6_report,-0.942,426,0.860
3_3_place_gp,-0.738,385,0.732
metal layers:
layer  up-vias  wire length, um  GRT usage
li1       1121                -          -
met5         -                0          0
met4         0               80     0.0495
met2        66             2860      0.435
met3         8              305     0.0367
met1      1074             3030      0.435
state kept, by name, indices dropped and copies added, names as in the netlist:
name           cells
bit16              4
sram_addr         12
present_state      6
sram_data         14
flash_si           1
data_temp         14
final cells by class:
type                    count  share of cell area
multi-input cells         180               0.332
repair buffers            120               0.307
flip-flops and latches     51               0.285
clock buffers              10              0.0407
well taps                  50              0.0176
clock inverters             8             0.00983
inverters                   7             0.00737
Power figures rest on the tool's default switching activity, not on a simulated workload.
